### flow/config.mk
export PLATFORM = sky130hd
export DESIGN_NAME = lc4_divider
export DESIGN_NICKNAME = lc4_divider
export VERILOG_FILES = /design/flow/design.v
export SDC_FILE = /design/flow/constraint.sdc
export NUM_CORES = 4
export LEC_CHECK = 1
export CORE_UTILIZATION = 30
### flow/run.sh
#!/bin/bash
# OpenROAD 26Q1-2900-gdf79404cd8, Yosys 0.63+post, stock flow scripts
make -C /OpenROAD-flow-scripts/flow DESIGN_CONFIG=/design/flow/config.mk WORK_HOME=/design/flow/orfs finish
### flow/design.v
`timescale 1ns / 1ps
`default_nettype none
module lc4_divider(input  wire [15:0] i_dividend,
                   input  wire [15:0] i_divisor,
                   output wire [15:0] o_remainder,
                   output wire [15:0] o_quotient);
      wire [15:0] remainder_outputs[15:0];
      wire [15:0] dividend_outputs[15:0];
      wire [15:0] quotient_outputs[15:0];
      lc4_divider_one_iter step_one(.i_dividend(i_dividend), 
                                    .i_divisor(i_divisor),
                                    .i_remainder(16'b0), 
                                    .i_quotient(16'b0),
                                    .o_dividend(dividend_outputs[0]),
                                    .o_remainder(remainder_outputs[0]),
                                    .o_quotient(quotient_outputs[0]));
      genvar i;
      for (i = 1; i < 16; i = i+1) begin
            lc4_divider_one_iter temp (.i_dividend(dividend_outputs[i-1]), 
                                    .i_divisor(i_divisor),
                                    .i_remainder(remainder_outputs[i-1]),
                                    .i_quotient(quotient_outputs[i-1]),
                                    .o_dividend(dividend_outputs[i]), 
                                    .o_remainder(remainder_outputs[i]),
                                    .o_quotient(quotient_outputs[i]));
      end
      assign o_quotient = quotient_outputs[15];
      assign o_remainder = remainder_outputs[15];
endmodule  
module lc4_divider_one_iter(input  wire [15:0] i_dividend,
                            input  wire [15:0] i_divisor,
                            input  wire [15:0] i_remainder,
                            input  wire [15:0] i_quotient,
                            output wire [15:0] o_dividend,
                            output wire [15:0] o_remainder,
                            output wire [15:0] o_quotient);
      assign o_dividend = i_dividend << 1;
      wire [15:0] new_remainder, rem_minus_div;
      assign new_remainder = (i_remainder << 1) | ((i_dividend >> 15) & 16'b1);
      assign rem_minus_div = new_remainder - i_divisor;
      assign o_remainder = i_divisor ? 
           ((new_remainder < i_divisor) ? new_remainder : rem_minus_div) : 0;
      wire [15:0] q1, q2;
      assign q1 = i_quotient << 1;
      assign q2 = q1 | 16'b1;
      assign o_quotient = i_divisor ?
          ((new_remainder < i_divisor) ? q1 : q2) : 0;
endmodule
### flow/constraint.sdc
current_design lc4_divider

set clk_period 63.5
set clk_io_pct 0.2

create_clock -name clk0 -period $clk_period

set non_clock_inputs [all_inputs -no_clocks]
set_input_delay [expr $clk_period * $clk_io_pct] -clock clk0 $non_clock_inputs
set_output_delay [expr $clk_period * $clk_io_pct] -clock clk0 [all_outputs]
==> metrics.cfg <==
[outcome]
status=finished clean

[finish]
drive_gt1_share_pct=10.01
fin_area_mm2=0.01645
design.seq.count=0
register_area_um2=0
fin_cells=2815
syn2layout_area_growth_pct=16.04
clkbuf_count=0

[global_routing]
antenna_found_initial=0
grt_max_degree=51
grt_first_pass_wirelength_mm=78.74
grt_overflow=0
grt_pass1_vias=14420
grt_usage_pct=21.00

[synth]
synth_cells=2115
top_cell_area_share_pct=20.57
yosys_warnings=1
ys_area_mm2=0.01417
syn_area_mm2=0.01417
postSynthSeqShare_pct=0
synth.largest_area_cell=ha_1
yosys_cells=2115
netlist-cell-type-count=92
common_cells=266 x nor2_1, 233 x ha_1, 188 x a21oi_1
topCellsByArea=ha_1 21%, nor2_1 7.0%, a21oi_1 6.6%
post_synth.cell_area_avg_um2=6.701
top_cell=nor2_1

[floorplan]
die.size.y_um=219.4
fp_util_pct=30.44
chipArea_mm2=0.04811
core_mm2=0.04656
rows=79
die_w_um=219.4
pin_count=64

[placed_design]
dp_hpwl_mm=39.88
place_area_mm2=0.01586
pre_cts_slack_ns=-0.3247
portBuffers=64
place.gp.congestion=0.9847
place_inst=2792

[drt]
initialDrtViolationCount=1297
antennaDiodeCount=0
ant_nets=0
wl_mm=51.87
vias_per_cell=5.722
drc_errors=0
wl_per_cell_um=18.43
first_pass_iters=5
vias=16110

[sta]
setup_ws_ns=2.041
worst_pin_slew_ns=0.9392
hold_viol=0
finalSetupTns_ns=0
finalSetupViolations=0
max_freq_mhz=16.27
drv_slew=0
hold_ws_ns=26.36
slew_headroom_pct=36.87
finalClockPeriodUsage_pct=96.79
post-route-min-period_ns=61.46

[setup_path]
cp_max_fo=18
worst_path_max_delay_cell=or4_1
critical_path_class=in2out
cp_num_buf_inv=14
cp-start-kind=input port
max_stage_delay_ns=0.66
worstPathArrival_ns=48.76
crit_family=AND-OR/OR-AND gates
critical_path_required_ns=50.80
crit_path_end_kind=output pin

[clocking]
cts_hold_buf=0

[run]
warnings=32
cap_viol_max_count=0

[min_path]
hp-class=in2out

logic make-up after synthesis:
group	synth area share (%)
AND-OR/OR-AND	36.02
XOR/XNOR	9.455
adder cells (fa/ha/maj)	22.90
buffers and inverters	5.482
multiplexers	2.022
other	0.02646
AND/OR/NAND/NOR	24.09
per-stage QoR:
step                utilization (%)
floorplan                         -
detailed placement            34.07
finish                        35.32
global route                  35.32
global placement              34.07
CTS                           34.12
metal layers:
metal  vias to the layer above  global-route usage, %  share of wire, %
li1                       8040                      -                 -
met1                      7422                  30.86                47
met2                       558                  32.71                43
met3                        88                  2.137               6.7
met4                         0                  5.069               2.7
met5                         -                      0                 0
final timing paths:
| kind | start | to | slack (ns) | cells after the start |
|---|---|---|---|---|
| worst min-delay path | i_dividend[0] | o_remainder[0] | 26.36 | 4 |
| worst max-delay path | i_divisor[11] | o_remainder[7] | 2.04 | 156 |
placed cells by master (no fill, tap or decap), drive strengths merged, types with 64 or more instances in the layout:
| master | netlist | final |
|---|---|---|
| nand2 | 169 | 169 |
| xnor2 | 101 | 101 |
| a21o | 78 | 78 |
| nor2 | 267 | 267 |
| nor3 | 70 | 70 |
| buf | 19 | 93 |
| clkdlybuf4s50 | 0 | 64 |
| ha | 233 | 233 |
| a21oi | 189 | 189 |
| o21ai | 146 | 146 |
| inv | 129 | 129 |
final cells by class:
type / instances / area [µm²]
Inverter: 130 / 490.5
Fill cell: 4824 / 30110
Multi-Input combinational cell: 1921 / 13850
Timing Repair Buffer: 157 / 1343
Tap cell: 607 / 759.5
repair_timing:
action                     in CTS  in global routing
setup endpoints to repair      17                 17
buffers inserted                0                 21
resized                         6                 96
cloned                          0                  2
pin swaps                       0                 11
