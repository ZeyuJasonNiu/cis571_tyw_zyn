File: ./design.v
`timescale 1ns / 1ps
 module Mux8to1(
    input wire [15:0] rv0, rv1, rv2, rv3, rv4, rv5, rv6, rv7,
    input wire [2:0] sel,
    output wire [15:0] o_data);
    assign o_data = (sel == 3'd0) ? rv0 :
                    (sel == 3'd1) ? rv1 :
                    (sel == 3'd2) ? rv2 :
                    (sel == 3'd3) ? rv3 :
                    (sel == 3'd4) ? rv4 :
                    (sel == 3'd5) ? rv5 :
                    (sel == 3'd6) ? rv6 :
                    rv7;
endmodule
module lc4_regfile_ss #(parameter n = 16)
   (input  wire         clk,
    input  wire         gwe,
    input  wire         rst,
    input  wire [  2:0] i_rs_A,       
    output wire [n-1:0] o_rs_data_A,  
    input  wire [  2:0] i_rt_A,       
    output wire [n-1:0] o_rt_data_A,  
    input  wire [  2:0] i_rs_B,       
    output wire [n-1:0] o_rs_data_B,  
    input  wire [  2:0] i_rt_B,       
    output wire [n-1:0] o_rt_data_B,  
    input  wire [  2:0]  i_rd_A,      
    input  wire [n-1:0]  i_wdata_A,   
    input  wire          i_rd_we_A,   
    input  wire [  2:0]  i_rd_B,      
    input  wire [n-1:0]  i_wdata_B,   
    input  wire          i_rd_we_B    
    );
    wire [15:0] rv0, rv1, rv2, rv3, rv4, rv5, rv6, rv7;
    wire [31:0] i_data;
    wire [15:0] i_data_r0, i_data_r1, i_data_r2, i_data_r3,
                i_data_r4, i_data_r5, i_data_r6, i_data_r7;
    wire [15:0] o_rs_A, o_rs_B, o_rt_A, o_rt_B;
    wire        we0, we1, we2, we3, we4, we5, we6, we7;
    wire        we_A;
    assign we_A = ((i_rd_A == i_rd_B) & i_rd_we_B) ? 1'b0 : i_rd_we_A;        
    assign i_data_r0 = (i_rd_A == 3'd0 & we_A) ? i_wdata_A : (i_rd_B == 3'd0) ? i_wdata_B : 16'b0; 
    assign i_data_r1 = (i_rd_A == 3'd1 & we_A) ? i_wdata_A : (i_rd_B == 3'd1) ? i_wdata_B : 16'b0;
    assign i_data_r2 = (i_rd_A == 3'd2 & we_A) ? i_wdata_A : (i_rd_B == 3'd2) ? i_wdata_B : 16'b0;
    assign i_data_r3 = (i_rd_A == 3'd3 & we_A) ? i_wdata_A : (i_rd_B == 3'd3) ? i_wdata_B : 16'b0;
    assign i_data_r4 = (i_rd_A == 3'd4 & we_A) ? i_wdata_A : (i_rd_B == 3'd4) ? i_wdata_B : 16'b0;
    assign i_data_r5 = (i_rd_A == 3'd5 & we_A) ? i_wdata_A : (i_rd_B == 3'd5) ? i_wdata_B : 16'b0;
    assign i_data_r6 = (i_rd_A == 3'd6 & we_A) ? i_wdata_A : (i_rd_B == 3'd6) ? i_wdata_B : 16'b0;
    assign i_data_r7 = (i_rd_A == 3'd7 & we_A) ? i_wdata_A : (i_rd_B == 3'd7) ? i_wdata_B : 16'b0;
    assign we0 = ( ((i_rd_A == 3'd0) & we_A) || ((i_rd_B == 3'd0) & i_rd_we_B) ) ? 1'b1 : 1'b0;
    assign we1 = ( ((i_rd_A == 3'd1) & we_A) || ((i_rd_B == 3'd1) & i_rd_we_B) ) ? 1'b1 : 1'b0;
    assign we2 = ( ((i_rd_A == 3'd2) & we_A) || ((i_rd_B == 3'd2) & i_rd_we_B) ) ? 1'b1 : 1'b0;
    assign we3 = ( ((i_rd_A == 3'd3) & we_A) || ((i_rd_B == 3'd3) & i_rd_we_B) ) ? 1'b1 : 1'b0;
    assign we4 = ( ((i_rd_A == 3'd4) & we_A) || ((i_rd_B == 3'd4) & i_rd_we_B) ) ? 1'b1 : 1'b0;
    assign we5 = ( ((i_rd_A == 3'd5) & we_A) || ((i_rd_B == 3'd5) & i_rd_we_B) ) ? 1'b1 : 1'b0;
    assign we6 = ( ((i_rd_A == 3'd6) & we_A) || ((i_rd_B == 3'd6) & i_rd_we_B) ) ? 1'b1 : 1'b0;
    assign we7 = ( ((i_rd_A == 3'd7) & we_A) || ((i_rd_B == 3'd7) & i_rd_we_B) ) ? 1'b1 : 1'b0;
    Nbit_reg #(n,16'b0) r0 (.in(i_data_r0), .out(rv0), .clk(clk), .we(we0), .gwe(gwe), .rst(rst));
    Nbit_reg #(n,16'b0) r1 (.in(i_data_r1), .out(rv1), .clk(clk), .we(we1), .gwe(gwe), .rst(rst));
    Nbit_reg #(n,16'b0) r2 (.in(i_data_r2), .out(rv2), .clk(clk), .we(we2), .gwe(gwe), .rst(rst));
    Nbit_reg #(n,16'b0) r3 (.in(i_data_r3), .out(rv3), .clk(clk), .we(we3), .gwe(gwe), .rst(rst));
    Nbit_reg #(n,16'b0) r4 (.in(i_data_r4), .out(rv4), .clk(clk), .we(we4), .gwe(gwe), .rst(rst));
    Nbit_reg #(n,16'b0) r5 (.in(i_data_r5), .out(rv5), .clk(clk), .we(we5), .gwe(gwe), .rst(rst));
    Nbit_reg #(n,16'b0) r6 (.in(i_data_r6), .out(rv6), .clk(clk), .we(we6), .gwe(gwe), .rst(rst));
    Nbit_reg #(n,16'b0) r7 (.in(i_data_r7), .out(rv7), .clk(clk), .we(we7), .gwe(gwe), .rst(rst));
    Mux8to1 mux_rs_A(.sel(i_rs_A), .rv0(rv0), .rv1(rv1), .rv2(rv2), .rv3(rv3), 
    .rv4(rv4), .rv5(rv5), .rv6(rv6), .rv7(rv7), .o_data(o_rs_A));
    Mux8to1 mux_rt_A(.sel(i_rt_A), .rv0(rv0), .rv1(rv1), .rv2(rv2), .rv3(rv3), 
    .rv4(rv4), .rv5(rv5), .rv6(rv6), .rv7(rv7), .o_data(o_rt_A));
    Mux8to1 mux_rs_B(.sel(i_rs_B), .rv0(rv0), .rv1(rv1), .rv2(rv2), .rv3(rv3), 
    .rv4(rv4), .rv5(rv5), .rv6(rv6), .rv7(rv7), .o_data(o_rs_B));
    Mux8to1 mux_rt_B(.sel(i_rt_B), .rv0(rv0), .rv1(rv1), .rv2(rv2), .rv3(rv3), 
    .rv4(rv4), .rv5(rv5), .rv6(rv6), .rv7(rv7), .o_data(o_rt_B));  
    assign o_rs_data_A =    ((i_rs_A == i_rd_A) & we_A) ? i_wdata_A : 
                            ((i_rs_A == i_rd_B) & i_rd_we_B) ? i_wdata_B : o_rs_A;
    assign o_rt_data_A =    ((i_rt_A == i_rd_A) & we_A) ? i_wdata_A : 
                            ((i_rt_A == i_rd_B) & i_rd_we_B) ? i_wdata_B : o_rt_A;
    assign o_rs_data_B =    ((i_rs_B == i_rd_B) & i_rd_we_B) ? i_wdata_B : 
                            ((i_rs_B == i_rd_A) & i_rd_we_A) ? i_wdata_A : o_rs_B;
    assign o_rt_data_B =    ((i_rt_B == i_rd_B) & i_rd_we_B) ? i_wdata_B :
                            ((i_rt_B == i_rd_A) & i_rd_we_A) ? i_wdata_A : o_rt_B;
endmodule
File: ./run.sh
#!/bin/bash
# OpenROAD 26Q1-2900-gdf79404cd8, Yosys 0.63+post, stock flow scripts
make -C /OpenROAD-flow-scripts/flow DESIGN_CONFIG=/design/flow/config.mk WORK_HOME=/design/flow/orfs finish
File: ./config.mk
export PLATFORM = sky130hd
export DESIGN_NAME = Mux8to1
export DESIGN_NICKNAME = Mux8to1
export VERILOG_FILES = /design/flow/design.v
export SDC_FILE = /design/flow/constraint.sdc
export NUM_CORES = 4
export LEC_CHECK = 1
export CORE_AREA = 10 10 112 112
export DIE_AREA = 0 0 122 122
File: ./constraint.sdc
current_design Mux8to1

set clk_period 4.5
set clk_io_pct 0.2

create_clock -name clk0 -period $clk_period

set non_clock_inputs [all_inputs -no_clocks]
set_input_delay [expr $clk_period * $clk_io_pct] -clock clk0 $non_clock_inputs
set_output_delay [expr $clk_period * $clk_io_pct] -clock clk0 [all_outputs]
==> flow_summary.toml <==
# yosys + openroad results
[synthesis]
area_leaders = "mux4_1, mux2_2, mux4_2"
synthCells = 117
top_area_cell = "mux4_1"
synthTopCellsByCount = "mux2_2, nor2_1, nand2_1"
synth_seq_share_pct = 0
synthDistinctLibCells = 29
synth_area_mm2 = 0.00109
synth_warnings = 0
syn_area_per_cell_um2 = 9.31
most_common_cell = "mux2_2"
yosys_cells = 117
synth_top_area_share_pct = 21.7
yosys_area_mm2 = 0.00109

[layout]
drive_above_1_share_pct = 12.5
seq_cells = 0
final_area_mm2 = 0.00268
syn2layout_area_growth_pct = 146
regArea_um2 = 0
n_fill_cell = 1085
nClkBuffers = 0

[clock_network]
post_cts_resized = 0
post-cts-setup-buffers = 0
holdBufCountCts = 0

[route]
wire_per_inst_um = 15.9
drtIter0Drc = 44
final_antenna_net_count = 0
vias_per_cell = 4.03
dr.pass1.iters = 4
drc = 0
vias = 1584
finalWirelength_mm = 6.27
num_antenna_cells = 0

[final_timing]
finalSetupViolCount = 0
rsz0062_at_grt = "false"
max_slew.worst_pin.slew_ns = 0.695
report.final.slew_viol_count = 0
period_minus_slack_ns = 3.86
fmax_mhz = 259
fin_setup_tns_ns = 0
period_used_pct = 85.8
max_slew_margin_pct = 53.7
fin_ws_ns = 0.637
final_hold_viol_count = 0

[global_route]
grt_use_met3_pct = 3.76
antenna_found_initial = 0
grt_overflow = 0
use_met1_pct = 9.97
grt_usage_pct = 7.99
met2_usage_pct = 13.1
grt_pass1_wl_mm = 9.49
grt_max_degree = 30
grt_pass1_vias = 1786
busiest_layer = "met2"

[setup_path]
endpoint_kind = "output port"
start_kind = "input pin"
cp.arrival_ns = 2.96
cp_max_fo = 29
critical_path_class = "in -> out"
cp.required_ns = 3.60

[power_and_ir_drop]
ir_worst_vdd_v = 0.0000347
powerDensity_mw_per_mm2 = 91.2
p_total_w = 0.000244
power_leakage_nw = 0.971

[hold_path]
hp-class = "in -> out"

[place]
postPlaceCellArea_mm2 = 0.00268
gp_congestion = 0.786
place_ws_ns = 0.582
port_buffers = 147
post-dp-hpwl_mm = 5.64

[floorplan]
core-area_mm2 = 0.0102
die_area_mm2 = 0.0149
core_util_floorplan_pct = 10.7
io_pins = 147
rows = 37
die_h_um = 122
dieWidth_um = 122

[flow_run]
drv_cap = 0
warnings = 32

[status]
status = "complete, no violations"
==> area by class of cell <==
class	instances	area [um2]	share of cell area (%)
inverters	2	7.51	0.280
multi-input cells	102	995	37.1
well taps	136	170	6.35
repair buffers	153	1510	56.2
==> worst max-delay path, stage by stage <==
cell	delay [ns]
buf_2	0.54
buf_4	0.35
mux2_2	0.20
o22ai_1	0.07
a221oi_1	0.36
clkdlybuf4s50_1	0.54
==> metal layers <==
layer  up-vias  share of wire, %
met5         -                 0
met4         0                 0
met3         0                16
met2       103                44
met1       707                40
li1        774                 -
==> cell usage in the layout (no fill, tap or decap), drive strengths merged <==
master | Yosys | routed
clkdlybuf4s50 | 0 | 145
mux2 | 17 | 17
mux4 | 15 | 15
nor2 | 12 | 12
nand2 | 10 | 10
a31oi | 8 | 8
buf | 9 | 8
o22ai | 6 | 6
a21o | 4 | 4
o221ai | 4 | 4
mux2i | 3 | 3
a22o | 3 | 3
a22oi | 3 | 3
o21ai | 3 | 3
o22a | 3 | 3
a221oi | 3 | 3
inv | 2 | 2
nand3 | 2 | 2
and2b | 1 | 1
nor2b | 1 | 1
or2 | 1 | 1
and2 | 1 | 1
o311ai | 1 | 1
a21oi | 1 | 1
==> through the flow <==
step	hold slack [ns]	util, %	instances
2_1_floorplan	1.88	-	117
3_5_place_dp	2.67	26.2	393
5_1_grt	2.70	26.2	393
3_3_place_gp	2.68	26.2	393
4_1_cts	2.67	26.2	393
6_report	2.65	26.2	393
==> logic make-up after synthesis <==
kind of cell	after synthesis	synth area share (%)
mux	35	54.4
simple gates	28	10.9
buf+inv	15	8.72
compound gates	39	25.9
==> final timing paths <==
path | startpoint | to | cells past startpoint
max | sel[0] | o_data[2] | 6
min | sel[1] | o_data[0] | 4
==> power breakdown <==
group / leakage, nW / switching (W) / internal [W]
Combinational: 0.971 / 0.0000647 / 0.000180
Sequential: 0 / 0 / 0
Clock: 0 / 0 / 0
Total: 0.971 / 0.0000647 / 0.000180
Power is estimated from default activity; no workload was simulated.
